File: /design/flow/run.sh
#!/bin/bash
# OpenROAD 26Q1-2900-gdf79404cd8, Yosys 0.63+post, stock flow scripts
make -C /OpenROAD-flow-scripts/flow DESIGN_CONFIG=/design/flow/config.mk WORK_HOME=/design/flow/orfs finish
File: /design/flow/config.mk
export PLATFORM = sky130hd
export DESIGN_NAME = vga_controller
export DESIGN_NICKNAME = vga_controller
export VERILOG_FILES = /design/flow/design.v
export SDC_FILE = /design/flow/constraint.sdc
export NUM_CORES = 4
export LEC_CHECK = 1
export CORE_UTILIZATION = 30
File: /design/flow/constraint.sdc
current_design vga_controller

set clk_period 3.5
set clk_io_pct 0.2

create_clock -name clk0 -period $clk_period [get_ports {vga_clock}]

set non_clock_inputs [all_inputs -no_clocks]
set_input_delay [expr $clk_period * $clk_io_pct] -clock clk0 $non_clock_inputs
set_output_delay [expr $clk_period * $clk_io_pct] -clock clk0 [all_outputs]
File: /design/flow/design.v
// synopsys translate_off
`timescale 1 ps / 1 ps
// synopsys translate_on
module vga_address_translator(x, y, mem_address);
	parameter RESOLUTION = "320x240";
	input [((RESOLUTION == "320x240") ? (8) : (7)):0] x;
	input [((RESOLUTION == "320x240") ? (7) : (6)):0] y;
	output reg [((RESOLUTION == "320x240") ? (16) : (14)):0] mem_address;
	wire [16:0] res_320x240 = ({1'b0, y, 8'd0} + {1'b0, y, 6'd0} + {1'b0, x});
	wire [15:0] res_160x120 = ({1'b0, y, 7'd0} + {1'b0, y, 5'd0} + {1'b0, x});
	always @(*)
	begin
		if (RESOLUTION == "320x240")
			mem_address = res_320x240;
		else
			mem_address = res_160x120[14:0];
	end
endmodule
// synopsys translate_off
`timescale 1 ps / 1 ps
// synopsys translate_on
module vga_controller(	vga_clock, resetn, pixel_colour, memory_address,
		VGA_R, VGA_G, VGA_B,
		VGA_HS, VGA_VS, VGA_BLANK,
		VGA_SYNC, VGA_CLK);
	parameter BITS_PER_COLOUR_CHANNEL = 1;
	parameter MONOCHROME = "FALSE";
	parameter RESOLUTION = "320x240";
	parameter USING_DE1 = "FALSE";
	parameter C_VERT_NUM_PIXELS  = 11'd480;
	parameter C_VERT_SYNC_START  = 11'd493;
	parameter C_VERT_SYNC_END    = 11'd494;  
	parameter C_VERT_TOTAL_COUNT = 11'd525;
	parameter C_HORZ_NUM_PIXELS  = 11'd640;
	parameter C_HORZ_SYNC_START  = 11'd659;
	parameter C_HORZ_SYNC_END    = 11'd754;  
	parameter C_HORZ_TOTAL_COUNT = 11'd800;
	input vga_clock, resetn;
	input [((MONOCHROME == "TRUE") ? (0) : (BITS_PER_COLOUR_CHANNEL*3-1)):0] pixel_colour;
	output [((RESOLUTION == "320x240") ? (16) : (14)):0] memory_address;
	output reg [9:0] VGA_R;
	output reg [9:0] VGA_G;
	output reg [9:0] VGA_B;
	output reg VGA_HS;
	output reg VGA_VS;
	output reg VGA_BLANK;
	output VGA_SYNC, VGA_CLK;
	reg VGA_HS1;
	reg VGA_VS1;
	reg VGA_BLANK1;
	reg [9:0] xCounter, yCounter;
	wire xCounter_clear;
	wire yCounter_clear;
	wire vcc;
	reg [((RESOLUTION == "320x240") ? (8) : (7)):0] x;
	reg [((RESOLUTION == "320x240") ? (7) : (6)):0] y;
	assign vcc =1'b1;
	always @(posedge vga_clock or negedge resetn)
	begin
		if (!resetn)
			xCounter <= 10'd0;
		else if (xCounter_clear)
			xCounter <= 10'd0;
		else
		begin
			xCounter <= xCounter + 1'b1;
		end
	end
	assign xCounter_clear = (xCounter == (C_HORZ_TOTAL_COUNT-1));
	always @(posedge vga_clock or negedge resetn)
	begin
		if (!resetn)
			yCounter <= 10'd0;
		else if (xCounter_clear && yCounter_clear)
			yCounter <= 10'd0;
		else if (xCounter_clear)		 
			yCounter <= yCounter + 1'b1;
	end
	assign yCounter_clear = (yCounter == (C_VERT_TOTAL_COUNT-1));
	always @(*)
	begin
		if (RESOLUTION == "320x240")
		begin
			x = xCounter[9:1];
			y = yCounter[8:1];
		end
		else
		begin
			x = xCounter[9:2];
			y = yCounter[8:2];
		end
	end
	vga_address_translator controller_translator(
					.x(x), .y(y), .mem_address(memory_address) );
		defparam controller_translator.RESOLUTION = RESOLUTION;
	always @(posedge vga_clock)
	begin
		if (USING_DE1 == "TRUE")
			VGA_HS1 <= ~((xCounter >= C_HORZ_SYNC_START-2) && (xCounter <= C_HORZ_SYNC_END-2));
		else
			VGA_HS1 <= ~((xCounter >= C_HORZ_SYNC_START) && (xCounter <= C_HORZ_SYNC_END));
		VGA_VS1 <= ~((yCounter >= C_VERT_SYNC_START) && (yCounter <= C_VERT_SYNC_END));
		VGA_BLANK1 <= ((xCounter < C_HORZ_NUM_PIXELS) && (yCounter < C_VERT_NUM_PIXELS));
		VGA_HS <= VGA_HS1;
		VGA_VS <= VGA_VS1;
		VGA_BLANK <= VGA_BLANK1;
	end
	assign VGA_SYNC = vcc;
	assign VGA_CLK = vga_clock;
	integer index;
	integer sub_index;
	wire on_screen;
	assign on_screen = (USING_DE1 == "TRUE") ?
							(({1'b0, xCounter} >= 2) & ({1'b0, xCounter} < C_HORZ_NUM_PIXELS+2) & ({1'b0, yCounter} < C_VERT_NUM_PIXELS)) :
							(({1'b0, xCounter} >= 0) & ({1'b0, xCounter} < C_HORZ_NUM_PIXELS+2) & ({1'b0, yCounter} < C_VERT_NUM_PIXELS));
	always @(pixel_colour or on_screen)
	begin
		VGA_R <= 'b0;
		VGA_G <= 'b0;
		VGA_B <= 'b0;
		if (MONOCHROME == "FALSE")
		begin
			for (index = 10-BITS_PER_COLOUR_CHANNEL; index >= 0; index = index - BITS_PER_COLOUR_CHANNEL)
			begin
				for (sub_index = BITS_PER_COLOUR_CHANNEL - 1; sub_index >= 0; sub_index = sub_index - 1)
				begin
					VGA_R[sub_index+index] <= on_screen & pixel_colour[sub_index + BITS_PER_COLOUR_CHANNEL*2];
					VGA_G[sub_index+index] <= on_screen & pixel_colour[sub_index + BITS_PER_COLOUR_CHANNEL];
					VGA_B[sub_index+index] <= on_screen & pixel_colour[sub_index];
				end
			end
		end
		else
		begin
			for (index = 0; index < 10; index = index + 1)
			begin
				VGA_R[index] <= on_screen & pixel_colour[0:0];
				VGA_G[index] <= on_screen & pixel_colour[0:0];
				VGA_B[index] <= on_screen & pixel_colour[0:0];
			end
		end
	end
endmodule
==> reports/metrics.json <==
{
  "fin_skew": {"value": 0.00372, "unit": "ns"},
  "worst_skew_pair.late_latency": {"value": 0.37, "unit": "ns"},
  "port_buffers": {"value": 55},
  "hold_slack": {"value": 0.334, "unit": "ns"},
  "yosysWarnings": {"value": 3},
  "synth_cells": {"value": 217},
  "post-route-drc-count": {"value": 18},
  "total_switching_power": {"value": 0.116, "unit": "mW"},
  "status": {"value": "finished with violations"},
  "vdd_ir_drop_max": {"value": 196, "unit": "µV"},
  "total_routing_usage_gr": {"value": 0.109},
  "ys_chip_area": {"value": 2020, "unit": "µm²"},
  "internal_power": {"value": 0.507, "unit": "mW"},
  "finalSetupViolations": {"value": 0},
  "warnings": {"value": 32},
  "timing.fmax": {"value": 292, "unit": "MHz"},
  "power.share.switching": {"value": 0.186},
  "route.antenna.diode_count": {"value": 0},
  "pwr_density_cell": {"value": 233, "unit": "nW/µm²"},
  "ff_type": {"value": "sky130_fd_sc_hd__dfrtp_1"},
  "final-hold-violation-count": {"value": 0},
  "mux_share": {"value": 0.0205},
  "failed_checks": {"value": "design-rule violations"},
  "io-pin-count": {"value": 57},
  "vias": {"value": 1582},
  "clock_tree_from_tritoncts": {"value": "done"},
  "power.clock.fraction": {"value": 0.447},
  "route.detailed.vias_per_inst": {"value": 4.74},
  "fp_util": {"value": 0.314},
  "fraction_of_final_layout_cells_sized_beyond_drive_strength_1": {"value": 0.156},
  "compound_area_frac": {"value": 0.0980},
  "topCombFamilyByArea": {"value": "simple AND/OR/NAND/NOR gates"},
  "most_frequently_placed_logic_cells_in_the_final_layout": {"value": "50 x sky130_fd_sc_hd__clkdlybuf4s50_1, 20 x sky130_fd_sc_hd__ha_1, 20 x sky130_fd_sc_hd__dfrtp_1"},
  "clk_pin_slew_worst_paths": {"value": 0.08, "unit": "ns"},
  "max_cap_violations": {"value": 0},
  "sequentialPowerShare": {"value": 0.480},
  "grt_setup_unrepaired": {"value": "true"},
  "drt-wirelength-per-cell": {"value": 11.3, "unit": "µm"},
  "post-route-period-util": {"value": 0.978},
  "timing.critical_path.arrival": {"value": 2.72, "unit": "ns"},
  "critical_path.startpoint_type": {"value": "flip-flop"},
  "die_width": {"value": 84.0, "unit": "µm"},
  "worst_slew_pin_slew": {"value": 0.622, "unit": "ns"},
  "end_kind": {"value": "output pin"},
  "floorplan.rows": {"value": 29},
  "grt_pass1_wl": {"value": 6.29, "unit": "mm"},
  "dr.first_iter.drc_count": {"value": 55},
  "average_size_of_a_mapped_cell": {"value": 9.29, "unit": "µm²"},
  "hold_path_class": {"value": "flip-flop to flip-flop"},
  "path_max_fanout": {"value": 2},
  "postSynth.asyncResetShare": {"value": 0.769},
  "number_of_antenna_violations_at_the_first_check_in_global_routing": {"value": 0},
  "via_count_of_the_first_global_routing_pass": {"value": 1382},
  "yosys_cells": {"value": 217},
  "design.die.area": {"value": 7060, "unit": "µm²"},
  "overflow": {"value": 0},
  "path_class": {"value": "flip-flop to output pin"},
  "post-route-util": {"value": 0.416},
  "enable_flop_cells": {"value": 0},
  "tmin_final": {"value": 3.42, "unit": "ns"},
  "ant_nets": {"value": 0},
  "timing.critical_path.required": {"value": 2.80, "unit": "ns"},
  "power.combinational.fraction": {"value": 0.073},
  "adder_share": {"value": 0.156},
  "report.final.slew_viol_count": {"value": 0},
  "post_synth_xor_area_fraction": {"value": 0.0695},
  "floorplan_die_height": {"value": 84.0, "unit": "µm"},
  "total_of_flip_flops_plus_latches_after_synthesis": {"value": 26},
  "largest_net_degree_at_the_start_of_global_routing": {"value": 21},
  "synthesis.area": {"value": 2020, "unit": "µm²"},
  "ys_sh_simple": {"value": 0.178},
  "yosysUniqueCellTypes": {"value": 44},
  "globalplace.congestion": {"value": 0.795},
  "synth-seq-area-share": {"value": 0.308},
  "placeable_core_region": {"value": 6420, "unit": "µm²"},
  "leakage": {"value": 1.32, "unit": "nW"},
  "layout_top_cell_excl_fill_tap": {"value": "sky130_fd_sc_hd__clkdlybuf4s50_1"},
  "area_growth_syn_to_layout": {"value": 32.5, "unit": "%"},
  "dr.pass1.iters": {"value": 45},
  "placed_cells": {"value": 322},
  "stdcell_count": {"value": 334},
  "max-slew-margin-rel": {"value": 0.582},
  "wirelength": {"value": 3.79, "unit": "mm"},
  "detailedPlacementHpwl": {"value": 2.83, "unit": "mm"}
}
-- logic make-up (layout without fill, tap and decap cells) --
| logic type | after synthesis | count (layout) |
|---|---|---|
| mux | 4 | 4 |
| compound gates | 30 | 30 |
| fa+ha+maj | 24 | 24 |
| simple gates | 62 | 62 |
| buf+inv | 54 | 94 |
| xor+xnor | 16 | 16 |
| other cells | 1 | 1 |
| flops | 26 | 26 |
-- layout make-up --
cell class,instances,area (µm²)
Multi-Input combinational cell,137,1120
Sequential cell,26,621
Clock buffer,8,96.3
Inverter,14,52.6
Fill cell,630,3750
Timing Repair Buffer,72,684
Tap cell,77,96.3
-- per-layer routing --
metal,GRT usage,vias to the layer above,share of wire
met5,0,-,0
met2,0.167,47,0.42
met1,0.167,733,0.52
met4,0.0141,0,0.0069
li1,-,800,-
met3,0.0211,2,0.059
-- stage by stage --
step                      worst slack [ns]  power, mW  cell area, µm²  TNS [ns]
after floorplan                      0.543      0.342            2020         0
after global placement              0.0667      0.370            2470         0
after detailed placement            0.0404      0.370            2470         0
after CTS                           0.0105      0.638            2610         0
after global routing               -0.0747      0.654            2670    -0.114
final                               0.0753      0.623            2670         0
-- power by group through the flow --
stage     sequential, mW  combinational (mW)  clock, mW
4_1_cts            0.299              0.0464      0.293
5_1_grt            0.299              0.0502      0.305
6_report           0.299              0.0454      0.278
-- sequential cells by signal, indices dropped and copies added (netlist names) --
signal and cells:
VGA_BLANK1 1, VGA_BLANK 1, VGA_VS 1, VGA_HS 1, xCounter 10, VGA_HS1 1, VGA_VS1 1, yCounter 10
-- repair_timing --
item | CTS | global route
gates resized | 11 | 8
hold buffers | 0 | 0
setup endpoints to repair | 7 | 7
endpoints found under the hold margin | 0 | 0
pin swaps | 8 | 8
setup buffers | 2 | 3
-- worst max-delay path, stage by stage (launching register included) --
cell and delay (ns):
sky130_fd_sc_hd__dfrtp_1 0.37, sky130_fd_sc_hd__inv_2 0.05, sky130_fd_sc_hd__fa_1 0.54, sky130_fd_sc_hd__inv_2 0.06, sky130_fd_sc_hd__fa_2 0.33, sky130_fd_sc_hd__a21o_1 0.19
sky130_fd_sc_hd__o2bb2ai_2 0.14, sky130_fd_sc_hd__o41ai_2 0.32, sky130_fd_sc_hd__xnor2_1 0.15, sky130_fd_sc_hd__dlygate4sd2_1 0.21
-- worst paths after layout --
path,endpoint,cells after the start,slack (ns),start
setup / recovery,memory_address[15],9,0.08,xCounter[9]
hold / removal,VGA_BLANK,0,0.33,VGA_BLANK1
setup reg to reg,yCounter[4],5,1.42,xCounter[1]
hold reg to reg,VGA_BLANK,0,0.33,VGA_BLANK1
max in group asynchronous,xCounter[7],2,2.62,resetn
min in group asynchronous,yCounter[7],2,0.66,resetn
-- cells in the mapped netlist (2+ instances only) --
| cell | count | area (µm²) |
|---|---|---|
| sky130_fd_sc_hd__nand2_1 | 9 | 33.8 |
| sky130_fd_sc_hd__clkbuf_1 | 3 | 11.3 |
| sky130_fd_sc_hd__and3_1 | 3 | 18.8 |
| sky130_fd_sc_hd__nand4_1 | 6 | 37.5 |
| sky130_fd_sc_hd__o41ai_1 | 2 | 17.5 |
| sky130_fd_sc_hd__o21a_1 | 2 | 15.0 |
| sky130_fd_sc_hd__a31oi_1 | 2 | 12.5 |
| sky130_fd_sc_hd__o21ai_0 | 6 | 30.0 |
| sky130_fd_sc_hd__ha_1 | 22 | 275 |
| sky130_fd_sc_hd__dfrtp_1 | 20 | 500 |
| sky130_fd_sc_hd__nor3_1 | 2 | 10.0 |
| sky130_fd_sc_hd__and3b_1 | 2 | 17.5 |
| sky130_fd_sc_hd__dfxtp_1 | 6 | 120 |
| sky130_fd_sc_hd__nand3_1 | 10 | 50.1 |
| sky130_fd_sc_hd__and2_1 | 3 | 18.8 |
| sky130_fd_sc_hd__and4_1 | 2 | 17.5 |
| sky130_fd_sc_hd__fa_1 | 2 | 40.0 |
| sky130_fd_sc_hd__or3_1 | 2 | 12.5 |
| sky130_fd_sc_hd__nor3b_1 | 3 | 22.5 |
| sky130_fd_sc_hd__buf_4 | 36 | 270 |
| sky130_fd_sc_hd__xor2_1 | 4 | 35.0 |
| sky130_fd_sc_hd__inv_1 | 14 | 52.6 |
| sky130_fd_sc_hd__nor2_1 | 13 | 48.8 |
| sky130_fd_sc_hd__a21oi_1 | 9 | 45.0 |
| sky130_fd_sc_hd__mux2i_1 | 3 | 30.0 |
| sky130_fd_sc_hd__xnor2_1 | 12 | 105 |
| sky130_fd_sc_hd__a21o_1 | 2 | 15.0 |
Power and IR drop assume default switching activity.
