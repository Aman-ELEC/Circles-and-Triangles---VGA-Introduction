==> flow/design.v <==
module circle(input logic clk, input logic rst_n, input logic [2:0] colour,
              input logic [7:0] centre_x, input logic [6:0] centre_y, input logic [7:0] radius,
              input logic start, output logic done,
              output logic [7:0] vga_x, output logic [6:0] vga_y,
              output logic [2:0] vga_colour, output logic vga_plot);
     logic [6:0] offset_y;
     logic load_offset_y;
     logic [7:0] offset_x;
     logic load_offset_x;
     logic signed [9:0] crit;
     logic load_crit_a;
     logic load_crit_b;
     register_circle_offset_y rcoy(clk, start, offset_y, load_offset_y);
     register_circle_offset_x rcox(clk, start, offset_x, load_offset_x, radius);
     register_circle_crit rcc(clk, start, crit, load_crit_a, load_crit_b, offset_y, offset_x, radius);
     logic [3:0] state;
     statemachine_mooremachine_c smfc(clk, start, offset_y, offset_x, crit, state);
     statemachine_combinational_c scfc(state, offset_y, offset_x, centre_x, centre_y, colour,
                                       load_offset_y, load_offset_x, 
                                       load_crit_a, load_crit_b,
                                        vga_x, vga_y, vga_colour, vga_plot, done);
endmodule
module register_circle_offset_y(input logic clk, input logic start,              
            output logic [6:0] offset_y, input logic load_offset_y);
            always_ff @(posedge clk) begin
            if (start == 1'b0)
                offset_y <= 7'b0000000;
            else if (load_offset_y == 1'b1)
                offset_y <= offset_y + 7'b0000001;
            else
                offset_y <= offset_y;
        end
endmodule
module register_circle_offset_x(input logic clk, input logic start,              
            output logic [7:0] offset_x, input logic load_offset_x, input logic [7:0] radius);
            always_ff @(posedge clk) begin
            if (start == 1'b0)
                offset_x <= radius;
            else if (load_offset_x == 1'b1)
                offset_x <= offset_x - 8'b00000001;
            else
                offset_x <= offset_x;
        end
endmodule
module register_circle_crit (input logic clk, 
                                input logic start, 
                                output logic [9:0] crit, 
                                input logic load_crit_a, 
                                input logic load_crit_b, 
                                input logic [6:0] offset_y, 
                                input logic [7:0] offset_x,
                                input logic [7:0] radius);
          always_ff @(posedge clk) begin
            if (start == 1'b0)
                crit <= (8'b00000001 - radius);
            else if (load_crit_a == 1'b1)
                crit <= (crit + 8'b00000010 * offset_y + 8'b00000001);
            else if (load_crit_b == 1'b1)
                crit <= (crit + 8'b00000010 * (offset_y - offset_x) + 8'b00000001);
            else
                crit <= crit;
        end        
endmodule
module statemachine_mooremachine_c(input logic clk, input logic start, 
                                   input logic [6:0] offset_y, input logic [7:0] offset_x, 
                                   input logic [9:0] crit, 
                                   output logic [3:0] state);
    logic [3:0] present_state;
    always @(posedge clk) begin
        if (start == 1'b0) begin  
            present_state = 4'b0000;
        end else begin
            case(present_state)
             4'b0000: present_state = 4'b0001;
             4'b0001: if (offset_y <= offset_x)
                            present_state = 4'b0010;
                            else
                            present_state = 4'b1111;
             4'b0010: present_state = 4'b0011;
             4'b0011: present_state = 4'b0100;
             4'b0100: present_state = 4'b0101;
             4'b0101: present_state = 4'b0110;
             4'b0110: present_state = 4'b0111;
             4'b0111: present_state = 4'b1000;
             4'b1000: present_state = 4'b1001;
             4'b1001: present_state = 4'b1010;
             4'b1010: present_state = 4'b1011;
             4'b1011: if (crit[9] == 1'b1)
                            present_state = 4'b1100;
                            else
                            present_state = 4'b1101;
             4'b1100: present_state = 4'b0001;
             4'b1101: present_state = 4'b1110;
             4'b1110: present_state = 4'b0001;
             4'b1111: present_state = 4'b1111;
            default: present_state = 4'bxxxx;
            endcase
        end
        state = present_state;
    end
endmodule
module statemachine_combinational_c(input logic [3:0] state, 
                                    input logic [6:0] offset_y, 
                                    input logic [7:0] offset_x, 
                                    input logic [7:0] centre_x, 
                                    input logic [6:0] centre_y,
                                    input logic [2:0] colour,
                                    output logic load_offset_y, 
                                    output logic load_offset_x, 
                                    output logic load_crit_a,
                                    output logic load_crit_b,
                                    output logic [7:0] vga_x, 
                                    output logic [6:0] vga_y, 
                                    output logic [2:0] vga_colour, 
                                    output logic vga_plot, 
                                    output logic done);
     always @(state or offset_y or offset_x or centre_x or centre_y or colour) begin
        case(state)
        4'b0000: begin
                load_offset_y <=    1'b0;
                load_offset_x <=    1'b0;
                load_crit_a <=      1'b0;
                load_crit_b <=      1'b0;
                vga_x <=            8'b00000000;
                vga_y <=            7'b0000000;
                vga_colour <=       3'b000;
                vga_plot <=         1'b0; 
                done <= 1'b0;
            end
            4'b0001: begin
                load_offset_y <=    1'b0;
                load_offset_x <=    1'b0;
                load_crit_a <=      1'b0;
                load_crit_b <=      1'b0;
                vga_x <=            8'b00000000;
                vga_y <=            7'b0000000;
                vga_colour <=       3'b000;
                vga_plot <=         1'b0; 
                done <= 1'b0;
            end
            4'b0010: begin
                load_offset_y <=    1'b0;
                load_offset_x <=    1'b0;
                load_crit_a <=      1'b0;
                load_crit_b <=      1'b0;
                vga_x <=            centre_x + offset_x;
                vga_y <=            centre_y + offset_y;
                if ((centre_x + offset_x) > 159 || (centre_y + offset_y) > 119) begin
                    vga_colour <=       colour;
                    vga_plot <=         1'b0; 
                end
                else begin
                    vga_colour <=       colour;
                    vga_plot <=         1'b1; 
                end
                done <= 1'b0;
            end
            4'b0011: begin
                load_offset_y <=    1'b0;
                load_offset_x <=    1'b0;
                load_crit_a <=      1'b0;
                load_crit_b <=      1'b0;
                vga_x <=            centre_x + offset_y;
                vga_y <=            centre_y + offset_x[6:0];
                if ((centre_x + offset_y) > 159 || (centre_y + offset_x) > 119) begin
                    vga_colour <=       colour;
                    vga_plot <=         1'b0; 
                end
                else begin
                    vga_colour <=       colour;
                    vga_plot <=         1'b1; 
                end
                done <= 1'b0;
            end
            4'b0100: begin
                load_offset_y <=    1'b0;
                load_offset_x <=    1'b0;
                load_crit_a <=      1'b0;
                load_crit_b <=      1'b0;
                vga_x <=            centre_x - offset_x;
                vga_y <=            centre_y + offset_y;
                if ((centre_x - offset_x) > 159 || (centre_y + offset_y) > 119) begin
                    vga_colour <=       colour;
                    vga_plot <=         1'b0; 
                end
                else begin
                    vga_colour <=       colour;
                    vga_plot <=         1'b1; 
                end 
                done <= 1'b0;
            end
            4'b0101: begin
                load_offset_y <=    1'b0;
                load_offset_x <=    1'b0;
                load_crit_a <=      1'b0;
                load_crit_b <=      1'b0;
                vga_x <=            centre_x - offset_y;
                vga_y <=            centre_y + offset_x[6:0];
                if ((centre_x - offset_y) > 159 || (centre_y + offset_x) > 119) begin
                    vga_colour <=       colour;
                    vga_plot <=         1'b0; 
                end
                else begin
                    vga_colour <=       colour;
                    vga_plot <=         1'b1; 
                end 
                done <= 1'b0;
            end
            4'b0110: begin
                load_offset_y <=    1'b0;
                load_offset_x <=    1'b0;
                load_crit_a <=      1'b0;
                load_crit_b <=      1'b0;
                vga_x <=            centre_x - offset_x;
                vga_y <=            centre_y - offset_y;
                if ((centre_x - offset_x) > 159 || (centre_y - offset_y) > 119) begin
                    vga_colour <=       colour;
                    vga_plot <=         1'b0; 
                end
                else begin
                    vga_colour <=       colour;
                    vga_plot <=         1'b1; 
                end 
                done <= 1'b0;
            end
            4'b0111: begin
                load_offset_y <=    1'b0;
                load_offset_x <=    1'b0;
                load_crit_a <=      1'b0;
                load_crit_b <=      1'b0;
                vga_x <=            centre_x - offset_y;
                vga_y <=            centre_y - offset_x[6:0];
                if ((centre_x - offset_y) > 159 || (centre_y - offset_x) > 119) begin
                    vga_colour <=       colour;
                    vga_plot <=         1'b0; 
                end
                else begin
                    vga_colour <=       colour;
                    vga_plot <=         1'b1; 
                end
                done <= 1'b0;
            end
            4'b1000: begin
                load_offset_y <=    1'b0;
                load_offset_x <=    1'b0;
                load_crit_a <=      1'b0;
                load_crit_b <=      1'b0;
                vga_x <=            centre_x + offset_x;
                vga_y <=            centre_y - offset_y;
                if ((centre_x + offset_x) > 159 || (centre_y - offset_y) > 119) begin
                    vga_colour <=       colour;
                    vga_plot <=         1'b0; 
                end
                else begin
                    vga_colour <=       colour;
                    vga_plot <=         1'b1; 
                end
                done <= 1'b0;
            end
            4'b1001: begin
                load_offset_y <=    1'b0;
                load_offset_x <=    1'b0;
                load_crit_a <=      1'b0;
                load_crit_b <=      1'b0;
                vga_x <=            centre_x + offset_y;
                vga_y <=            centre_y - offset_x[6:0];
                if ((centre_x + offset_y) > 159 || (centre_y - offset_x) > 119) begin
                    vga_colour <=       colour;
                    vga_plot <=         1'b0; 
                end
                else begin
                    vga_colour <=       colour;
                    vga_plot <=         1'b1; 
                end 
                done <= 1'b0;
            end
            4'b1010: begin
                load_offset_y <=    1'b1;
                load_offset_x <=    1'b0;
                load_crit_a <=      1'b0;
                load_crit_b <=      1'b0;
                vga_x <=            8'b00000000;
                vga_y <=            7'b0000000;
                vga_colour <=       3'b000;
                vga_plot <=         1'b0; 
                done <= 1'b0;
            end
            4'b1011: begin
                load_offset_y <=    1'b0;
                load_offset_x <=    1'b0;
                load_crit_a <=      1'b0;
                load_crit_b <=      1'b0;
                vga_x <=            8'b00000000;
                vga_y <=            7'b0000000;
                vga_colour <=       3'b000;
                vga_plot <=         1'b0; 
                done <= 1'b0;
            end
            4'b1100: begin
                load_offset_y <=    1'b0;
                load_offset_x <=    1'b0;
                load_crit_a <=      1'b1;
                load_crit_b <=      1'b0;
                vga_x <=            8'b00000000;
                vga_y <=            7'b0000000;
                vga_colour <=       3'b000;
                vga_plot <=         1'b0; 
                done <= 1'b0;
            end
            4'b1101: begin
                load_offset_y <=    1'b0;
                load_offset_x <=    1'b1;
                load_crit_a <=      1'b0;
                load_crit_b <=      1'b0;
                vga_x <=            8'b00000000;
                vga_y <=            7'b0000000;
                vga_colour <=       3'b000;
                vga_plot <=         1'b0; 
                done <= 1'b0;
            end
            4'b1110: begin
                load_offset_y <=    1'b0;
                load_offset_x <=    1'b0;
                load_crit_a <=      1'b0;
                load_crit_b <=      1'b1;
                vga_x <=            8'b00000000;
                vga_y <=            7'b0000000;
                vga_colour <=       3'b000;
                vga_plot <=         1'b0; 
                done <= 1'b0;
            end
            4'b1111: begin
                load_offset_y <=    1'b0;
                load_offset_x <=    1'b0;
                load_crit_a <=      1'b0;
                load_crit_b <=      1'b0;
                vga_x <=            8'b00000000;
                vga_y <=            7'b0000000;
                vga_colour <=       3'b000;
                vga_plot <=         1'b0; 
                done <= 1'b1;
            end
            default: begin
                load_offset_y <=    1'bx;
                load_offset_x <=    1'bx;
                load_crit_a <=      1'bx;
                load_crit_b <=      1'bx;
                vga_x <=            8'bxxxxxxxx;
                vga_y <=            7'bxxxxxxx;
                vga_colour <=       3'bxxx;
                vga_plot <=         1'bx; 
                done <= 1'bx;
            end
        endcase
    end
endmodule
==> flow/run.sh <==
#!/bin/bash
# OpenROAD 26Q1-2900-gdf79404cd8, Yosys 0.63+post, stock flow scripts
make -C /OpenROAD-flow-scripts/flow DESIGN_CONFIG=/design/flow/config.mk WORK_HOME=/design/flow/orfs finish
==> flow/config.mk <==
export PLATFORM = sky130hd
export DESIGN_NAME = circle
export DESIGN_NICKNAME = circle
export VERILOG_FILES = /design/flow/design.v
export SDC_FILE = /design/flow/constraint.sdc
export NUM_CORES = 4
export LEC_CHECK = 1
export CORE_UTILIZATION = 50
==> flow/constraint.sdc <==
current_design circle

set clk_period 5.5
set clk_io_pct 0.2

create_clock -name clk0 -period $clk_period [get_ports {clk}]

set non_clock_inputs [all_inputs -no_clocks]
set_input_delay [expr $clk_period * $clk_io_pct] -clock clk0 $non_clock_inputs
set_output_delay [expr $clk_period * $clk_io_pct] -clock clk0 [all_outputs]
==> qor.yml <==
via_per_inst: 5.79
ys_cells: 792
cts.sinks: 41
grt_pass1_wl_mm: 28.3
combinationalPowerShare_pct: 56.3
drt-total-wl_mm: 18.1
synthToLayoutAreaGrowth_pct: 14.0
p_int_w: 0.000929
post_cts_buffers: 0
insertion_delay_ns: 0.29
syn_inst: 792
max_stage_delay_ns: 0.60
edf_count: 18
min_path_type: "reg2reg"
cts_buffer_depth: 2
max_cap_violations: 0
crit_required_ns: 4.40
status: "finished clean"
ff_type: "dfxtp_1"
postRouteAntennaNets: 0
critPathKind: "in2out"
p_leak_nw: 3.12
ys_ff: 41
numCtsBuffers: 5
power.density_mw_per_mm2: 218
drv_slew: 0
grt_max_degree: 46
cp-start-kind: "primary input"
tritoncts: "done"
io-pin-count: 49
layout_top_cell: "ha_1"
overflow: 0
worst-path-buf-inv: 2
syn-cell-area_mm2: 0.00624
min_to: "smfc.present_state[4]"
netlist_top_cells_area: "ha_1 (20%), edfxtp_1 (8.7%), dfxtp_1 (7.4%)"
dr.pass1.iters: 9
globalplace.congestion: 1.02
dieHeight_um: 114
r2r_end: "rcc.crit[8]"
ctsRootBufferMaster: "clkbuf_16"
fin_crit_ns: 5.24
grt_pass1_vias: 5523
grt_antenna_before_repair: 0
setup_viol_count_final: 0
skew_ns: 0.00321
detail_route.wl_per_cell_um: 17.9
min_path_cells: 2
clk_pin_slew_worst_paths_ns: 0.06
min_from: "smfc.present_state[8]"
switching_share_pct: 40.2
num_antenna_cells: 0
switchingPower_w: 0.000625
final_cell_mix: "ha_1 (100), nor2_1 (82), a21oi_1 (63), inv_1 (58), nand2_1 (53)"
dp_hpwl_mm: 14.3
rows: 40
seq_area_frac_synth_pct: 16.0
synth_area_per_cell_um2: 7.88
worst_setup_path_end_kind: "primary output"
async_reset_ff_share_pct: 0
arrival_ns: 4.14
max_freq_ghz: 0.191
portBuffers: 47
grtUsageTotal_pct: 29.6
yosysTopAreaCell: "ha_1"
fp_util_pct: 51.5
yosys_warnings: 5
path_cells: "clkdlybuf4s50_1 -> ha_1 -> or2_2 -> a2111oi_1 -> a211oi_1 -> nor2_1 -> a21oi_1 -> o211ai_1 -> a22oi_1 -> o221ai_1 -> clkdlybuf4s50_1"
clkPwrFrac_pct: 18.4
finalHoldViolations: 0
placed_cell_area_mm2: 0.00697
warning_count: 72
relSlewSlack_pct: 56.2
via_count: 5856
seqPwrFrac_pct: 25.3
final_area_mm2: 0.00712
cpLargestDelayFamily: "AND-OR/OR-AND gates"
coreArea_mm2: 0.0121
chip_area_mm2: 0.0129
drc: 0
reg2reg_slack_ns: 1.57
ff2ff_path_depth: 15
period_used_pct: 95.3
yosys-stat-area_mm2: 0.00624
slowest_stage: "clkdlybuf4s50_1"
path_common_cell: "clkdlybuf4s50_1"
crit_fanout: 5
max-vdd-ir-drop_mv: 0.269
rsz0062_at_grt: "no"
timing.rr.start: "rcox.offset_x[1]"
tightestPinTransition_ns: 0.654
synthDistinctLibCells: 76
drive_above_1_share_pct: 7.35
top_cell_area_share_pct: 20.0
drt_iter0_markers: 423
h-tree-depth: 2
fin_tns_setup_ns: 0
die_w_um: 114
[synthesized netlist by cell type, types with 3 or more instances]
master and number:
o311ai_0 3, a31oi_1 8, nand3b_1 3, o21bai_1 6, nand3_1 14, a221oi_1 7, xnor2_1 38, o21ai_1 3
xor2_1 18, o211ai_1 5, and3_1 5, ha_1 100, a21boi_0 3, or3_2 3, a211oi_1 7, a21o_1 20
o21ai_2 3, clkbuf_1 21, a222oi_1 4, a211o_1 3, nor2b_1 14, nor2_1 82, o21a_1 6, and2_1 16
o22ai_1 6, nand2b_1 10, dfxtp_1 23, nand4_1 4, o221ai_1 3, nor3_1 27, or3_1 6, or4_1 6
o22a_1 3, fa_1 13, a21oi_1 63, mux2i_1 4, a22oi_1 5, and4_1 3, edfxtp_1 18, inv_1 58
o21ai_0 36, nor4_1 3, nand2_1 53, or2_2 10
[through the flow]
stage | utilization (%) | total power (W) | setup slack, ns | std cells | hold WS, ns
floorplan | - | 0.00102 | 1.37 | 792 | 0.414
global placement | 57.6 | 0.00125 | 0.172 | 1004 | 0.427
detailed placement | 57.6 | 0.00127 | 0.0846 | 1004 | 0.431
CTS | 58.7 | 0.00156 | 0.0761 | 1012 | 0.441
global route | 58.8 | 0.00168 | 0.0294 | 1012 | 0.455
finish | 58.8 | 0.00155 | 0.259 | 1012 | 0.443
[power by group through the flow]
stage         logic [W]  registers (W)  clock network, W
CTS            0.000875       0.000393          0.000292
global route   0.000976       0.000398          0.000302
finish         0.000876       0.000393          0.000285
[cell families (layout without fill, tap and decap cells)]
kind of cell / Yosys count / count (layout) / share of synthesized area (%)
multiplexers: 6 / 6 / 1.00
AND-OR/OR-AND: 223 / 223 / 24.0
adder cells (fa/ha/maj): 113 / 113 / 24.2
XOR/XNOR: 56 / 56 / 7.86
buffers and inverters: 85 / 137 / 5.59
AND/OR/NAND/NOR: 268 / 268 / 21.3
flip-flops: 41 / 41 / 16.0
[per-layer routing]
layer	part of all wire (%)	global-route usage, %	up-vias
met5	0	0	-
met4	2.5	7.11	0
met3	4.4	1.84	27
met2	49	52.0	153
met1	44	40.5	2733
li1	-	-	2943
[worst register-to-register path: cells and delay by family, from the launching register on]
family,cells,cell delay (ns)
flip-flops,1,0.65
multiplexers,1,0.17
AND-OR/OR-AND,6,0.97
buffers and inverters,2,0.33
adder cells (fa/ha/maj),2,0.65
AND/OR/NAND/NOR,3,0.73
XOR/XNOR,1,0.16
[worst max path at each step]
stage | to | startpoint | depth (start not counted)
6_report | vga_plot | centre_x[4] | 11
5_1_grt | vga_plot | centre_x[4] | 11
4_1_cts | vga_plot | centre_x[1] | 11
[sequential cells by signal (all words and copies together), names as in the netlist]
signal	cells
smfc.present_state	16
rcc.crit	10
rcox.offset_x	8
rcoy.offset_y	7
[final cells by class]
cell class	instances	area, um2
Sequential cell	41	1000
Multi-Input combinational cell	666	4890
Tap cell	168	210
Timing Repair Buffer	71	653
Clock buffer	5	125
Fill cell	1104	4990
Clock inverter	3	16.3
Inverter	58	218
[what timing repair did]
| item | in CTS | in global routing |
|---|---|---|
| resized | 0 | 3 |
| hold buffers | 0 | 0 |
| setup endpoints to repair | 0 | 1 |
Power and IR drop assume default switching activity.
